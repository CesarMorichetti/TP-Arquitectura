--- run.sh ---
#!/bin/bash
# OpenROAD 26Q1-2900-gdf79404cd8, Yosys 0.63+post, stock flow scripts
make -C /OpenROAD-flow-scripts/flow DESIGN_CONFIG=/design/flow/config.mk WORK_HOME=/design/flow/orfs finish
--- config.mk ---
export PLATFORM = sky130hd
export DESIGN_NAME = adder
export DESIGN_NICKNAME = adder
export VERILOG_FILES = /design/flow/design.v
export SDC_FILE = /design/flow/constraint.sdc
export NUM_CORES = 4
export LEC_CHECK = 1
export CORE_AREA = 10 10 107 107
export DIE_AREA = 0 0 117 117
--- constraint.sdc ---
current_design adder

set clk_period 18.1
set clk_io_pct 0.2

create_clock -name clk0 -period $clk_period

set non_clock_inputs [all_inputs -no_clocks]
set_input_delay [expr $clk_period * $clk_io_pct] -clock clk0 $non_clock_inputs
set_output_delay [expr $clk_period * $clk_io_pct] -clock clk0 [all_outputs]
--- design.v ---
`timescale 1ns / 1ps
module adder(
	input wire  [31:0] i_adder_a,
	input wire  [31:0] i_adder_b,
	output wire [31:0] o_adder
    );
	assign o_adder = i_adder_a + i_adder_b;
endmodule
==> insert_results.sql <==
-- generated from flow reports
INSERT INTO impl_metrics (metric_group, metric, value, unit) VALUES
('yosys', 'syn_inst', '241', ''),
('final_layout', 'seq_cells', '0', ''),
('floorplan', 'die_span_x', '117', 'um'),
('worst_setup_path', 'critical-path-top-delay-family', 'AND-OR/OR-AND gates', ''),
('global_route', 'grtUsageMet2', '15.07', '%'),
('sta', 'tns', '0', 'ns'),
('sta', 'relSlewSlack', '61.56', '%'),
('clock_network', 'number_of_buffers_inserted_to_repair_setup_after_cts', '0', ''),
('power', 'power_density', '38.83', 'nW/um2'),
('final_layout', 'finish.instance_area', '2800', 'um2'),
('clock_network', 'cts_hold_buffers', '0', ''),
('global_route', 'global_route.peak_usage_layer', 'met2', ''),
('global_route', 'grt_pass1_vias', '2103', ''),
('job', 'stage_log_warnings', '32', ''),
('worst_setup_path', 'critical_path.endpoint_type', 'output port', ''),
('worst_setup_path', 'crit_slowest_cell', 'sky130_fd_sc_hd__clkdlybuf4s50_1', ''),
('worst_setup_path', 'worst_ep_required_time', '14.48', 'ns'),
('worst_setup_path', 'worst-setup-path-type', 'primary input to output port', ''),
('routing', 'drt-total-wl', '6398', 'um'),
('power', 'leakage', '0.001176', 'uW'),
('routing', 'drc', '0', ''),
('sta', 'grt_setup_unrepaired', 'no', ''),
('sta', 'layout_min_cycle_time', '10.23', 'ns'),
('routing', 'detail_route.first_pass.iterations', '6', ''),
('global_route', 'grt_use_met3', '3.044', '%'),
('sta', 'worst_hold_slack', '8.269', 'ns'),
('worst_setup_path', 'critical_path.n_buffers_inverters', '2', ''),
('worst_setup_path', 'worstPathCellList', 'clkdlybuf4s50_1, ha_1, fa_1, a21o_1, a31o_2, nand3_1, o221ai_1, a311oi_1, o21bai_1, xor2_1, clkdlybuf4s50_1', ''),
('yosys', 'netlist_area', '1744', 'um2'),
('sta', 'finalHoldViolCount', '0', ''),
('final_layout', 'area_growth_syn_to_layout', '60.55', '%'),
('placement', 'placement.io_buffers', '96', ''),
('power', 'ir_worst_vdd', '0.00001518', 'V'),
('global_route', 'grt.met1_usage', '11.44', '%'),
('worst_setup_path', 'start_kind', 'primary input', ''),
('worst_setup_path', 'timing.critical_path.mode_cell', 'sky130_fd_sc_hd__clkdlybuf4s50_1', ''),
('floorplan', 'core', '9196', 'um2'),
('sta', 'clock.fmax', '97.72', 'MHz'),
('sta', 'final-max-slew-violation-count', '0', ''),
('sta', 'finalClockPeriodUsage', '56.54', '%'),
('placement', 'dpl_cell_area', '2800', 'um2'),
('routing', 'detail_route.wl_per_cell', '14.64', 'um'),
('sta', 'report.final.setup_viol', '0', ''),
('routing', 'route.vias.total', '2120', ''),
('worst_setup_path', 'worst-path-stages', '11', ''),
('yosys', 'synthesized_area_per_cell', '7.237', 'um2'),
('worst_setup_path', 'critPathArrivalTime', '6.61', 'ns'),
('worst_setup_path', 'critical_path.endpoint', 'o_adder[26]', ''),
('yosys', 'yosys_cells', '241', ''),
('yosys', 'synth_seq_share', '0', '%'),
('global_route', 'grt_pass1_wl', '10200', 'um'),
('worst_setup_path', 'slowest_stage_delay_cp', '0.50', 'ns'),
('final_layout', 'fill_cells', '985', ''),
('routing', 'via_per_inst', '4.851', ''),
('floorplan', 'floorplan.initialDensity', '18.97', '%'),
('global_route', 'globalRouteOverflowTotal', '0', ''),
('floorplan', 'rows', '35', ''),
('placement', 'replace_congestion', '0.8280', ''),
('yosys', 'ys_warn_count', '0', ''),
('hold_path', 'hold_path.class', 'primary input to output port', ''),
('floorplan', 'chip_area', '13690', 'um2'),
('global_route', 'aggregate_global_route_resource_usage', '8.953', '%'),
('run_status', 'status', 'finished, final reports clean', ''),
('job', 'maxCapViolCount', '0', ''),
('final_layout', 'proportion_of_layout_cells_with_a_drive_suffix_above_1', '3.067', '%'),
('yosys', 'ys_area', '1744', 'um2'),
('final_layout', 'area.sequential', '0', 'um2'),
('floorplan', 'die_height', '117', 'um'),
('global_route', 'grt_antenna_before_repair', '0', ''),
('routing', 'antenna_violating_nets_post_route', '0', ''),
('yosys', 'synth_cell_types', '50', ''),
('sta', 'timing_worst_slew_pin_value', '0.5621', 'ns'),
('final_layout', 'clock_buffer_count', '0', ''),
('routing', 'antenna_cells_inserted', '0', ''),
('floorplan', 'ioPinCount', '96', ''),
('worst_setup_path', 'critical_path.max_fanout', '4', ''),
('global_route', 'maximum_number_of_pins_on_one_net_before_global_route_repair', '11', ''),
('routing', 'number_of_violations_reported_at_the_end_of_detailed_routing_iteration_0', '83', ''),
('clock_network', 'cts_repair_resize_count', '0', ''),
('hold_path', 'hp-start', 'i_adder_b[0]', ''),
('worst_setup_path', 'crit_start', 'i_adder_a[0]', ''),
('placement', 'dp_hpwl', '5601', 'um');
==> kinds of logic after synthesis <==
logic type / Yosys count / synth area share (%)
compound gates: 97 / 39.31
simple gates: 65 / 18.29
fa+ha+maj: 32 / 23.39
xor+xnor: 28 / 14.06
buf+inv: 17 / 3.802
mux: 2 / 1.148
==> worst min path at each step <==
stage / end / slack (ns) / depth (start not counted)
final: o_adder[0] / 8.27 / 3
after global routing: o_adder[0] / 8.31 / 3
after CTS: o_adder[0] / 8.28 / 3
==> synthesized netlist by cell type, types with 2 or more instances <==
cell / count / area share, %
sky130_fd_sc_hd__a211oi_1: 3 / 1.3
sky130_fd_sc_hd__a21o_1: 19 / 8.2
sky130_fd_sc_hd__a21oi_1: 29 / 8.3
sky130_fd_sc_hd__a311oi_1: 2 / 1.0
sky130_fd_sc_hd__a31oi_1: 3 / 1.1
sky130_fd_sc_hd__buf_2: 2 / 0.57
sky130_fd_sc_hd__clkbuf_1: 8 / 1.7
sky130_fd_sc_hd__ha_1: 31 / 22
sky130_fd_sc_hd__inv_1: 6 / 1.3
sky130_fd_sc_hd__mux2i_1: 2 / 1.1
sky130_fd_sc_hd__nand2_1: 18 / 3.9
sky130_fd_sc_hd__nand2b_1: 2 / 0.72
sky130_fd_sc_hd__nand3_1: 10 / 2.9
sky130_fd_sc_hd__nand4_1: 8 / 2.9
sky130_fd_sc_hd__nor2_1: 12 / 2.6
sky130_fd_sc_hd__nor3_1: 4 / 1.1
sky130_fd_sc_hd__o211ai_1: 3 / 1.3
sky130_fd_sc_hd__o21a_1: 2 / 0.86
sky130_fd_sc_hd__o21ai_0: 13 / 3.7
sky130_fd_sc_hd__o21bai_1: 4 / 1.7
sky130_fd_sc_hd__o221ai_1: 2 / 1.0
sky130_fd_sc_hd__o311ai_1: 2 / 1.0
sky130_fd_sc_hd__or2_2: 3 / 1.1
sky130_fd_sc_hd__xnor2_1: 13 / 6.5
sky130_fd_sc_hd__xor2_1: 15 / 7.5
==> where the power goes <==
group	switching [uW]	internal [uW]
registers	0	0
logic	44.2	64.5
clock network	0	0
total	44.2	64.5
==> per-layer routing <==
| metal | part of all wire [%] | wire length (um) |
|---|---|---|
| met1 | 44 | 2841 |
| met2 | 45 | 2881 |
| met3 | 10 | 661 |
| met4 | 0.22 | 14 |
| met5 | 0 | 0 |
==> tightest hold or removal path, cell delays in order <==
cell and delay [ns]:
sky130_fd_sc_hd__clkdlybuf4s50_1 0.46, sky130_fd_sc_hd__ha_1 0.11, sky130_fd_sc_hd__clkdlybuf4s50_1 0.46
==> layout make-up <==
type                            instances  area, um2  area share, %
Inverter                                6      22.52         0.8043
Tap cell                              111      138.9          4.960
Timing Repair Buffer                   96      960.9          34.32
Multi-Input combinational cell        224       1678          59.92
==> through the flow <==
step	total power (uW)	utilization, %	setup slack, ns	cells
after floorplan	51.32	-	9.035	241
after global placement	109.4	30.45	7.881	437
after detailed placement	109.2	30.45	7.872	437
after CTS	110.3	30.45	7.867	437
after global routing	120.7	30.45	7.698	437
final	108.7	30.45	7.867	437
==> cell usage in the layout, fill, tap and decap left out, drive strengths merged, types with 2 or more instances in the layout <==
cell           count
nor2              12
mux2i              2
o211ai             3
a211oi             3
a31oi              3
o21ai             15
o21bai             5
o311ai             2
inv                6
nand4              8
nand2             18
nand3             10
nand2b             2
nor3               4
clkdlybuf4s50     96
xnor2             13
a21o              19
o221ai             2
o21a               2
or2                3
ha                31
xor2              15
a311oi             3
a21oi             29
Power figures rest on the tool's default switching activity, not on a simulated workload.
